==> ./design.v <==
module divM(input wire clk_in, output wire clk_out);
  parameter number = 12_000_000;
  localparam N = $clog2(number);
  reg [N-1:0] divcounter = 0;
  always @(posedge clk_in) begin
    divcounter <= (divcounter == number - 1) ? 0 : divcounter + 1;
  end
  assign clk_out = divcounter[N-1];
endmodule
module notes_seq(input wire clk_in, output wire tone);
  parameter TIME = 3_000_000;
  reg ch_out = 0;
  wire time_delay;
  divM #(12000000) DURATION(.clk_in(clk_in), .clk_out(time_delay));
  wire ch0, ch1, ch2;
  tone_gen #(.freq(45867)) CH0(.clk_in(clk_in), .tone(ch0));
  tone_gen #(.freq(40863)) CH1(.clk_in(clk_in), .tone(ch1));
  tone_gen #(.freq(36405)) CH2(.clk_in(clk_in), .tone(ch2));
  reg [1:0] chSel = 0;
  always @*
    case (chSel)
       0 : ch_out <= ch0;
       1 : ch_out <= ch1;
       2 : ch_out <= ch2;
       3 : ch_out <= 0;
    endcase
  always @ ( posedge time_delay ) begin
    chSel <= chSel + 1;
  end
  assign tone = ch_out;
endmodule
module tone_gen(input wire clk_in, output wire tone);
  parameter freq = 1000;
  wire clk_out;
  divM #(.number(freq)) divider(.clk_in(clk_in), .clk_out(clk_out));
  assign tone = clk_out;
endmodule
==> ./run.sh <==
#!/bin/bash
# OpenROAD 26Q1-2900-gdf79404cd8, Yosys 0.63+post, stock flow scripts
make -C /OpenROAD-flow-scripts/flow DESIGN_CONFIG=/design/flow/config.mk WORK_HOME=/design/flow/orfs finish
==> ./config.mk <==
export PLATFORM = sky130hd
export DESIGN_NAME = notes_seq
export DESIGN_NICKNAME = notes_seq
export VERILOG_FILES = /design/flow/design.v
export SDC_FILE = /design/flow/constraint.sdc
export NUM_CORES = 4
export LEC_CHECK = 1
export CORE_UTILIZATION = 40
==> ./constraint.sdc <==
current_design notes_seq

set clk_period 3.6
set clk_io_pct 0.2

create_clock -name clk0 -period $clk_period [get_ports {clk_in}]

set non_clock_inputs [all_inputs -no_clocks]
set_input_delay [expr $clk_period * $clk_io_pct] -clock clk0 $non_clock_inputs
set_output_delay [expr $clk_period * $clk_io_pct] -clock clk0 [all_outputs]
==> run summary <==
status = finished, final reports clean
top-area cell type share of the netlist area = 44.8%
register area share after synthesis = 44.8%
Slew headroom = 40.5%
violation tally from detailed-route iteration zero = 58
Filler Cell Count = 729
number of enable-type register cells in the synthesized netlist = 0
number of buffers created by CTS = 9
path class of the lowest-slack min-delay path = reg2reg
relative contribution of combinational cells to total power = 0%
post-route minimum period = 2.24 ns
CORE AREA = 7850 um^2
pin count of the biggest net entering global routing = 13
max-capacitance violation count = 0
number of diodes added for antenna fixing = 0
CTS tree = built
Congestion Overflow GR = 0
CP Class = reg2out
count of synthesis-stage warnings from yosys = 5
setup_tns = 0 ns
initial antenna violation count = 0
dpl ws = 1.39 ns
HP Start = DURATION.divcounter[0]$_SDFF_PN0_
cell leakage power = 1.23 nW
Final Core Density = 46.0%
maximum fanout along the worst path = 3
final-report hold violation count = 0
number of primary I/O pins = 2
most used logic cell in the final layout = sky130_fd_sc_hd__dfxtp_1
buffer type at the clock tree root = sky130_fd_sc_hd__clkbuf_8
Register Area = 1480 um^2
wire length of the first global-routing pass = 9620 um
share of power burned in the clock network = 45.1%
via count = 2,414
Area growth, synth to finish = 9.23%
total half-perimeter wirelength after legalization and detailed placement = 3660 um
H-tree depth = 3
proportion of total power due to net switching = 19.4%
cell area reported after detailed placement = 3410 um^2
maximum number of buffers from clock root to sink = 2
max frequency = 446 MHz
post-route cell area = 3610 um^2
Reg2Reg Launch Point = CH2.divider.divcounter[7]$_SDFF_PN0_
area leader, netlist = sky130_fd_sc_hd__dfxtp_1
via count of the first global-routing pass = 2,183
number of instances in the synthesized netlist = 356
share of synthesized registers carrying an async set or reset = 0%
Worst setup SP type = register
commonest cells after routing, fill and taps aside = sky130_fd_sc_hd__dfxtp_1 (74), sky130_fd_sc_hd__nor2_1 (42), sky130_fd_sc_hd__xnor2_1 (30), sky130_fd_sc_hd__nand2_1 (25), sky130_fd_sc_hd__nand3_1 (25)
maximum ir drop on the vdd rail = 0.189 mV
Cell variety after synth = 50
switching pwr = 281 uW
number of register pins that no clock reaches = 2
Internal Pwr Total = 1.17 mW
count of TritonRoute iterations in the first routing pass = 4
signal arrival time at the worst endpoint = 1.52 ns
number of setup buffers added after CTS = 0
endpoints left unconstrained = 2
actual slew at the worst max-slew pin = 0.886 ns
die area = 8640 um^2
Die W = 92.9 um
Yosys Chip Area = 3310 um^2
average cell area after synthesis = 9.29 um^2
total setup violations reported at the end of the flow = 0
CTS-repair resized insts = 0
setup repair after global routing missed its margin = false
placer's final routability congestion estimate = 0.840
area of the multi-input gates = 1730 um^2
share of cells above drive strength 1 = 7.92%
number of buffers inserted for hold repair after clock tree synthesis = 0
fin worst setup slack = 1.36 ns
count of instantiated cells in the yosys netlist = 356
number of flip-flops and latches in the synthesized netlist = 74
flip-flop cell with the highest count after synthesis = sky130_fd_sc_hd__dfxtp_1
Routed WL = 5340 um
worst endpoint required time = 2.88 ns
height of the chip = 92.9 um
final period utilization = 62.3%
combined area of all synthesized cells = 3310 um^2
detail-routed via count per cell = 5.16
final slew viol count = 0
wire length per cell = 11.4 um
clk slew on worst S/H paths = 0.07 ns
total number of warnings across the stage logs = 30
origin of the worst setup path = CH1.divider.divcounter[15]$_SDFF_PN0_
clock latency at the later pin of the worst-skew pair = 0.34 ns
portion of total power attributed to sequential cells = 54.9%
standard-cell rows = 32
power density over cell area = 402 nW/um^2
Residual DRC = 0
Detail Route Antenna Nets = 0
fp util = 42.1%
endpoint type of the worst setup path = output pin
number of buffer cells added on primary ports = 1
cell types occupying the most area after synthesis = sky130_fd_sc_hd__dfxtp_1 (45%), sky130_fd_sc_hd__xnor2_1 (7.9%), sky130_fd_sc_hd__nor2_1 (4.8%)
gr usage total = 13.7%
maximum clock skew at final layout = 0.00855 ns
final timing paths:
kind	depth (start not counted)	slack, ns	end
worst min register to register	1	0.47	DURATION.divcounter[0]$_SDFF_PN0_
worst max register to register	4	1.40	CH2.divider.divcounter[11]$_SDFF_PN0_
worst min-delay path	1	0.47	DURATION.divcounter[0]$_SDFF_PN0_
worst max-delay path	3	1.36	tone
critical path: stages (launching register included):
cell	delay [ns]
sky130_fd_sc_hd__dfxtp_1	0.37
sky130_fd_sc_hd__a22oi_1	0.09
sky130_fd_sc_hd__o21ai_0	0.21
sky130_fd_sc_hd__clkdlybuf4s50_1	0.50
per-stage QoR:
step | power, mW | instances | hold WS [ns]
floorplan | 0.814 | 356 | 0.433
global placement | 0.814 | 453 | 0.455
detailed placement | 0.814 | 453 | 0.468
CTS | 1.47 | 468 | 0.483
global route | 1.51 | 468 | 0.504
finish | 1.45 | 468 | 0.469
power by group through the flow:
stage	Combinational [mW]	Sequential [mW]	Clock (mW)
6_report	0.000000538	0.796	0.655
5_1_grt	0.000000538	0.795	0.714
4_1_cts	0.000000538	0.796	0.677
registers in the layout, summed over array words and instances (netlist names):
name	count
chSel	2
DURATION.divcounter	24
CH1.divider.divcounter	16
CH2.divider.divcounter	16
CH0.divider.divcounter	16
synthesized netlist by cell type, types with 2 or more instances:
master / n
sky130_fd_sc_hd__mux2i_1: 8
sky130_fd_sc_hd__or2_2: 2
sky130_fd_sc_hd__nor3_1: 14
sky130_fd_sc_hd__nor2b_1: 3
sky130_fd_sc_hd__nor4_1: 4
sky130_fd_sc_hd__xor2_1: 17
sky130_fd_sc_hd__nand2_1: 25
sky130_fd_sc_hd__nand3_1: 25
sky130_fd_sc_hd__and3_1: 7
sky130_fd_sc_hd__xnor2_1: 30
sky130_fd_sc_hd__inv_1: 14
sky130_fd_sc_hd__clkbuf_1: 2
sky130_fd_sc_hd__and3_2: 2
sky130_fd_sc_hd__buf_4: 2
sky130_fd_sc_hd__dfxtp_1: 74
sky130_fd_sc_hd__a21oi_1: 4
sky130_fd_sc_hd__ha_1: 10
sky130_fd_sc_hd__o21ai_0: 10
sky130_fd_sc_hd__and4_1: 8
sky130_fd_sc_hd__nand4_1: 22
sky130_fd_sc_hd__or4b_1: 3
sky130_fd_sc_hd__nor2_1: 42
kinds of logic after synthesis:
kind of cell,after synthesis,share of synthesized area [%]
AOI/OAI and AO/OA,23,4.24
adders and majority gates,10,3.78
DFF,74,44.8
buffers and inverters,20,2.76
muxes,9,2.76
and+or+nand+nor,173,29.2
xor gates and xnor gates,47,12.4
layer usage:
metal | track usage (%) | vias to the layer above | wire (um)
li1 | - | 1267 | -
met1 | 20.6 | 1119 | 2840
met2 | 20.9 | 19 | 2230
met3 | 3.68 | 9 | 194
met4 | 1.67 | 0 | 74
met5 | 0 | - | 0
layout make-up:
| type | instances | share of cell area, % |
|---|---|---|
| sequential | 74 | 41.0 |
| clock buffer | 13 | 4.68 |
| clock inverter | 2 | 1.04 |
| timing repair buffer | 1 | 0.277 |
| inverter | 14 | 1.45 |
| tap | 102 | 3.53 |
| multi-input combinational | 262 | 48.0 |
Power figures rest on the tool's default switching activity, not on a simulated workload.
