--- flow/constraint.sdc ---
current_design sequencer

set clk_period 3.1
set clk_io_pct 0.2

create_clock -name clk0 -period $clk_period [get_ports {clk}]

set non_clock_inputs [all_inputs -no_clocks]
set_input_delay [expr $clk_period * $clk_io_pct] -clock clk0 $non_clock_inputs
set_output_delay [expr $clk_period * $clk_io_pct] -clock clk0 [all_outputs]
--- flow/design.v ---
module rom_32x4(
  input wire clk,
  input wire [4:0] address,
  output reg [4:0] data
  );
  reg [3:0] rom [0:31];
  initial begin
      rom[0] = 4'h1;
      rom[1] = 4'h2;
      rom[2] = 4'h4;
      rom[3] = 4'h8;
      rom[4] = 4'h1;
      rom[5] = 4'h8;
      rom[6] = 4'h4;
      rom[7] = 4'h2;
      rom[8] = 4'h1;
      rom[9] = 4'hF;
      rom[10] = 4'h0;
      rom[11] = 4'hF;
      rom[12] = 4'hC;
      rom[13] = 4'h3;
      rom[14] = 4'hC;
      rom[15] = 4'h3;
      rom[16] = 4'h1;
      rom[17] = 4'h2;
      rom[18] = 4'h4;
      rom[19] = 4'h3;
      rom[20] = 4'h1;
      rom[21] = 4'h2;
      rom[21] = 4'h5;
      rom[21] = 4'h2;
      rom[23] = 4'h1;
      rom[24] = 4'hF;
      rom[25] = 4'h1;
      rom[26] = 4'hF;
      rom[27] = 4'hC;
      rom[28] = 4'h3;
      rom[29] = 4'hC;
      rom[30] = 4'h2;
      rom[31] = 4'h3;
  end
  always @ (negedge clk ) begin
    data <= rom[address];
  end
endmodule
module sequencer(
  input wire clk,
  output wire [4:0] leds
  );
  parameter DELAY = 3_000_000;   
  reg [4:0] address;
  reg reset = 0;
  wire clk_delay;
  rom_32x4 ROM(.clk(clk_delay), .address(address), .data(leds));
  always @ (posedge clk) begin
    if(reset == 0) begin
      address <= 0;
    end else if (clk_delay) begin
      address <= address + 1;
    end
  end
  dividerp1 #(.M(DELAY)) TIMER(.clk(clk), .clk_out(clk_delay));
  always @ (negedge clk) begin
    reset <= 1;
  end
endmodule
module dividerp1(input wire clk,
                 output wire clk_out);
parameter M = 1200000;
localparam N = $clog2(M);
reg [N-1:0] divcounter = 0;
always @(posedge clk)
    divcounter <= (divcounter == M - 1) ? 0 : divcounter + 1;
assign clk_out = (divcounter == 0) ? 1 : 0;
endmodule
--- flow/run.sh ---
#!/bin/bash
# OpenROAD 26Q1-2900-gdf79404cd8, Yosys 0.63+post, stock flow scripts
make -C /OpenROAD-flow-scripts/flow DESIGN_CONFIG=/design/flow/config.mk WORK_HOME=/design/flow/orfs finish
--- flow/config.mk ---
export PLATFORM = sky130hd
export DESIGN_NAME = sequencer
export DESIGN_NICKNAME = sequencer
export VERILOG_FILES = /design/flow/design.v
export SDC_FILE = /design/flow/constraint.sdc
export NUM_CORES = 4
export LEC_CHECK = 1
export CORE_AREA = 10 10 98 98
export DIE_AREA = 0 0 108 108
==> summary.txt <==
Notes on the physical implementation.

- The total of hold buffers inserted after clock tree synthesis is 0, for reference.
- The floorplan has 32 rows.
- The count of cells resized by post-cts repair is 0, for reference.
- The worst setup timing slack at the placement stage is 724 ps, for reference.
- The initial antenna violation count is 0, for reference.
- The final critical-path required period is 2410 ps, for reference.
- The nature of the critical path startpoint is a flip-flop, for reference.
- Setup repair after global routing left no endpoint under its margin.
- TritonRoute output was used to compute an average wire per cell of 10.3 um.
- The wire length of the first global-routing pass is 5230 um, for reference.
- Among all stages on the critical path, the maximum delay recorded is 550 ps.
- The via count of the first global-routing pass was 1149.
- Among all stages on the critical path, the largest delay is contributed by sky130_fd_sc_hd__or4_1.
- The count of endpoints failing hold in the final timing report is 0, for reference.
- The number of antenna diodes in the final layout is 0.
- The setup violation total in the final timing report is 0, for reference.
- The internal power of the cells totals 0.000471 W.
- The clock-pin slew on the worst setup and hold paths is 90 ps, for reference.
- The number of flip-flops and latches in the synthesized netlist is 32, for reference.
- The first routing iteration left 69 violations.
- The number of buffers and inverters on the critical path is 1.
- Buffers placed on the I/O ports in this run total 4.
- The number of distinct library cells after synthesis is 40, for reference.
- The maximum number of pins on one net before global-route repair is 17, for reference.
- The flow ran to the end, and the final reports show no timing, DRC or antenna violations.
- TritonCTS built the clock tree.
- Leaving out fill and tap cells, the most frequent cells in the layout are 32 x sky130_fd_sc_hd__dfxtp_1, 16 x sky130_fd_sc_hd__nor2_1, 13 x sky130_fd_sc_hd__nand2_1, 13 x sky130_fd_sc_hd__nand3_1, 10 x sky130_fd_sc_hd__a21oi_1.
- The final layout report lists a filler cell count of 834.
- The number of register pins that no clock reaches is 4, for reference.
- The cell at the root of the clock tree is sky130_fd_sc_hd__clkbuf_8, for reference.
- The maximum level of the CTS H-tree is 1, for reference.
- At the end of the flow the core is filled with cells to 24.2%.
- The combined area of all synthesized cells is 1730 sq um, for reference.
- The number of cells on the worst reg-to-reg path is 5, for reference.
- The count of endpoints without a timing constraint is 8, for reference.
- The max-cap check violation count is 0, for reference.
- The cell depth of the worst hold path is 1, for reference.
- The via count of the routed design is 1298, for reference.
- The main area contributors are sky130_fd_sc_hd__dfxtp_1 37%, sky130_fd_sc_hd__ha_1 5.8%, sky130_fd_sc_hd__xor2_1 4.6%, sky130_fd_sc_hd__nand3_1 3.8%, sky130_fd_sc_hd__xnor2_1 3.5%.
- 6 I/O pins were placed.
- Per the gpl log, the routability congestion estimate is 0.798.
- The first detailed-routing pass ran for 4 iterations.
- Measured against its own limit, the worst slew margin works out to 64.7%.
- The yosys warning tally is 3, for reference.
- The clock network latency to the later pin of the worst-skew pair is 330 ps, for reference.
- The final critical-path share of the clock period is 77.8%, for reference.
- The kind of end point of the critical path is a flip-flop, for reference.
- The report lists the power per cell area as 331 nW/um^2.
- The signal arrival time at the worst endpoint is 2580 ps, for reference.
- In this run the horizontal extent of the chip is 108 um.
- The number of buffers on the longest clock path is 2, for reference.
- In this run the remaining antenna-violating nets after routing total 0.
- Relative to the synthesized area, the layout overhead comes to 6.95%.
- The total tool warning count is 32, for reference.
- The mean number of vias per cell is 4.40, for reference.
- The maximum vdd drop is 183 uV, for reference.
- Walking the worst path, the cells encountered are or4_1, or3_2, nor4_2, buf_4, a21oi_1.
- The number of remaining DRC errors is 0, for reference.
- After floorplanning, the core was sized to cover 7650 sq um.
- Setup total negative slack on the finished layout was measured at 0 ps.
- The switching part of the total power is 22.9%, for reference.
- Per Yosys stat, the portion of area used by sequential elements is 37.0%.
- After layout, the setup clock skew is reported as 63.2 ps.
- The power spent charging and discharging nets is 0.000140 W, for reference.
- The chip occupies 11700 sq um.
- The area figure in the yosys stat output is 1730 sq um, for reference.
- The actual slew at the worst max-slew pin is 529 ps, for reference.
- The fraction of final layout cells sized beyond drive strength 1 is 5.18%, for reference.
- The top fanout value on the critical path is 12, for reference.
- Walking the critical path from launch to capture passes 5 cell instances.
- The aggregate global routing overflow is 0, for reference.
- The area fraction of the largest cell type after synthesis is 37.0%.
- Sequential cells burn 61.2% of the power.
- The clock network power share is 33.3%, for reference.
- The most common cell after layout, fill and taps aside is sky130_fd_sc_hd__dfxtp_1, for reference.
- For the worst setup path, the data required time is 3260 ps.
- In the global route stage, overall resource usage came out at 5.23%.
- The share of power burned in combinational logic is 5.6%, for reference.
- The wire length reported by the detailed router is 3050 um, for reference.
- The critical path start-end classification is reg -> reg, for reference.
- The top cell family by delay on the critical path is simple AND/OR/NAND/NOR gates, for reference.
- Buffers inserted during clock tree synthesis total 3.
- At the floorplan stage, the core utilization is reported as 22.6%.
- The count of instantiated cells in the yosys netlist is 198, for reference.
- The flow reports an fmax of 414 MHz.
- The critical path in the final layout is reported with a setup slack of 687 ps.
- The cell count after synthesis came out at 198.
- The chip height is 108 um, for reference.
- The HPWL after detailed placement is 2170 um.
- The per-instance average area after synthesis is 8.73 sq um, for reference.
- STA reports the tightest min-delay check as being of type reg -> reg.
- Counting pins that exceed their max-slew limit in the final report gives 0.
- The total setup buffers inserted after CTS is 0, for reference.
- The analysis attributes to cell leakage a power of 0.684 nW.
- The largest total area in the synthesized netlist belongs to sky130_fd_sc_hd__dfxtp_1.
layer usage:
layer	vias up	wire length [um]	share of wire, %	global-route usage (%)
li1	692	-	-	-
met1	584	1630	54	7.62
met2	18	1260	41	8.02
met3	4	132	4.3	1.08
met4	0	22	0.72	0.668
met5	-	0	0	0
state kept, by name (all words and copies together) (netlist names):
name	count
TIMER.divcounter	22
reset	1
address	5
ROM.data	4
power by group through the flow:
stage     sequential (W)  combinational, W  clock, W
6_report        0.000374         0.0000341  0.000203
5_1_grt         0.000375         0.0000397  0.000225
4_1_cts         0.000374         0.0000343  0.000212
synth_stat cells (all sizes together):
| cell type | n |
|---|---|
| o41ai | 1 |
| nor4bb | 1 |
| nor3 | 2 |
| o211ai | 3 |
| and4 | 5 |
| or4 | 7 |
| nand4b | 1 |
| nand3b | 3 |
| xnor2 | 7 |
| mux2i | 3 |
| nor2b | 3 |
| conb | 2 |
| nor4 | 2 |
| a211oi | 2 |
| nand2b | 3 |
| nand3 | 13 |
| dfxtp | 32 |
| clkdlybuf4s15 | 1 |
| a31oi | 1 |
| or3 | 6 |
| a21oi | 10 |
| or4b | 2 |
| o31ai | 5 |
| nand4 | 6 |
| buf | 8 |
| o21ai | 6 |
| o311ai | 1 |
| ha | 8 |
| nand2 | 13 |
| inv | 8 |
| clkbuf | 5 |
| xor2 | 9 |
| nor2 | 16 |
| and3 | 3 |
worst register-to-register path: stages (launching register included):
cell and delay [ps]:
sky130_fd_sc_hd__dfxtp_1 360, sky130_fd_sc_hd__or4_1 550, sky130_fd_sc_hd__or3_2 550, sky130_fd_sc_hd__nor4_2 540, sky130_fd_sc_hd__buf_4 260, sky130_fd_sc_hd__a21oi_1 50
layout make-up:
class	instances	area [sq um]	area share, %
clock inverters	2	7.51	0.406
well taps	102	128	6.90
multi-input cells	144	958	51.8
clock buffers	3	41.3	2.23
inverters	7	26.3	1.42
repair buffers	5	47.5	2.57
flip-flops and latches	32	641	34.6
final timing paths:
kind	start	end	slack (ps)
setup / recovery	TIMER.divcounter[11]	TIMER.divcounter[19]	690
hold / removal	TIMER.divcounter[0]	TIMER.divcounter[0]	480
setup reg to reg	TIMER.divcounter[11]	TIMER.divcounter[19]	690
hold reg to reg	TIMER.divcounter[0]	TIMER.divcounter[0]	480
through the flow:
| stage | hold slack, ps | total power [W] | instance area, sq um | std cells |
|---|---|---|---|---|
| 4_1_cts | 495 | 0.000620 | 1850 | 295 |
| 3_5_place_dp | 472 | 0.000421 | 1800 | 291 |
| 2_1_floorplan | 437 | 0.000416 | 1730 | 198 |
| 5_1_grt | 529 | 0.000640 | 1850 | 295 |
| 6_report | 484 | 0.000612 | 1850 | 295 |
| 3_3_place_gp | 461 | 0.000420 | 1800 | 291 |
kinds of logic after synthesis:
kind of cell / after synthesis / synth area share [%]
other: 2 / 0.434
XOR/XNOR: 16 / 8.10
AND/OR/NAND/NOR: 86 / 28.7
adder cells (fa/ha/maj): 8 / 5.79
buffers and inverters: 22 / 7.89
AND-OR/OR-AND: 29 / 10.3
multiplexers: 3 / 1.74
flip-flops: 32 / 37.0
Power and IR drop assume default switching activity.
